--- flow/config.mk ---
export PLATFORM = sky130hd
export DESIGN_NAME = Traffic_Light_Controller
export DESIGN_NICKNAME = Traffic_Light_Controller
export VERILOG_FILES = /design/flow/design.v
export SDC_FILE = /design/flow/constraint.sdc
export NUM_CORES = 4
export LEC_CHECK = 1
export CORE_AREA = 10 10 75 75
export DIE_AREA = 0 0 85 85
--- flow/constraint.sdc ---
current_design Traffic_Light_Controller

set clk_period 2.1
set clk_io_pct 0.2

create_clock -name clk0 -period $clk_period [get_ports {clk}]

set non_clock_inputs [all_inputs -no_clocks]
set_input_delay [expr $clk_period * $clk_io_pct] -clock clk0 $non_clock_inputs
set_output_delay [expr $clk_period * $clk_io_pct] -clock clk0 [all_outputs]
--- flow/design.v ---
module Traffic_Light_Controller(
    input clk,               
    input rst,               
    output reg [2:0] light_M1,  
    output reg [2:0] light_S,   
    output reg [2:0] light_MT,  
    output reg [2:0] light_M2   
);
    parameter S0 = 0, S1 = 1, S2 = 2, S3 = 3, S4 = 4, S5 = 5;
    reg [3:0] count;         
    reg [2:0] ps;            
    parameter sec7 = 7, sec5 = 5, sec2 = 2, sec3 = 3;
    always @(posedge clk or posedge rst)
    begin
        if (rst == 1)
        begin
            ps <= S0;       
            count <= 0;     
        end
        else
        begin
            case (ps)
                S0: if (count < sec7)
                    begin
                        ps <= S0;  
                        count <= count + 1;  
                    end
                    else
                    begin
                        ps <= S1;  
                        count <= 1;  
                    end
                S1: if (count < sec2)
                    begin
                        ps <= S1;  
                        count <= count + 1;  
                    end
                    else
                    begin
                        ps <= S2;  
                        count <= 1;  
                    end
                S2: if (count < sec5)
                    begin
                        ps <= S2;  
                        count <= count + 1;  
                    end
                    else
                    begin
                        ps <= S3;  
                        count <= 1;  
                    end
                S3: if (count < sec2)
                    begin
                        ps <= S3;  
                        count <= count + 1;  
                    end
                    else
                    begin
                        ps <= S4;  
                        count <= 1;  
                    end
                S4: if (count < sec3)
                    begin
                        ps <= S4;  
                        count <= count + 1;  
                    end
                    else
                    begin
                        ps <= S5;  
                        count <= 1;  
                    end
                S5: if (count < sec2)
                    begin
                        ps <= S5;  
                        count <= count + 1;  
                    end
                    else
                    begin
                        ps <= S0;  
                        count <= 1;  
                    end
                default: ps <= S0;  
            endcase
        end
    end
    always @(ps)
    begin
        case (ps)
            S0:
            begin
                light_M1 <= 3'b001;  
                light_M2 <= 3'b001;  
                light_MT <= 3'b100;  
                light_S  <= 3'b100;  
            end
            S1:
            begin
                light_M1 <= 3'b001;  
                light_M2 <= 3'b010;  
                light_MT <= 3'b100;  
                light_S  <= 3'b100;  
            end
            S2:
            begin
                light_M1 <= 3'b001;  
                light_M2 <= 3'b100;  
                light_MT <= 3'b001;  
                light_S  <= 3'b100;  
            end
            S3:
            begin
                light_M1 <= 3'b010;  
                light_M2 <= 3'b100;  
                light_MT <= 3'b010;  
                light_S  <= 3'b100;  
            end
            S4:
            begin
                light_M1 <= 3'b100;  
                light_M2 <= 3'b100;  
                light_MT <= 3'b100;  
                light_S  <= 3'b001;  
            end
            S5:
            begin
                light_M1 <= 3'b100;  
                light_M2 <= 3'b100;  
                light_MT <= 3'b100;  
                light_S  <= 3'b010;  
            end
            default:
            begin
                light_M1 <= 3'b000;  
                light_M2 <= 3'b000;  
                light_MT <= 3'b000;  
                light_S  <= 3'b000;  
            end
        endcase
    end
endmodule
--- flow/run.sh ---
#!/bin/bash
# OpenROAD 26Q1-2900-gdf79404cd8, Yosys 0.63+post, stock flow scripts
make -C /OpenROAD-flow-scripts/flow DESIGN_CONFIG=/design/flow/config.mk WORK_HOME=/design/flow/orfs finish
==> reports/results.tsv <==
metric	value	unit
status	finished clean	
first_pass_iters	4	
core_area	0.00406	mm²
final_core_util	22.0	%
grt_usage	4.00	%
syn_inst	78	
yosys_cells	78	
numPortBuffers	13	
drt_wl_total	1490	µm
lay_top_cells	clkdlybuf4s50_1, nand2_1, dfrtp_1	
finalInstanceArea	892	µm²
grt_max_degree	11	
vdd_drop_max	0.185	mV
synthFlopType	dfrtp_1	
cts_tree	done	
fp.dieH	85	µm
die_w	85	µm
syn_to_final_growth	38.2	%
ys_warn_count	1	
cp.required	1.68	ns
holdBufCountCts	0	
drtIter0Drc	36	
dpl.cell_count	133	
grt_setup_unrepaired	no	
first_global_vias	532	
finalClockPeriodUsage	94.7	%
stdcell_count	139	
n_fill_cell	424	
drive_above_1_share	18.0	%
worstMarginPinSlew	0.552	ns
gp_congestion	0.852	
fp_util	15.9	%
grt_pass1_wl	2480	µm
fmax	503	MHz
largest_area_cell	dfrtp_1	
via_per_inst	4.02	
synth.avg_cell_area	8.28	µm²
maxSlewHeadroom	63.1	%
syn_area	646	µm²
drv_slew	0	
hpwl	1130	µm
clkSinkCount	10	
arrival	1.57	ns
antennaDiodeCount	0	
chipArea	0.00723	mm²
critPathLaunchType	register	
gr-total-overflow	0	
drcViolationCount	0	
worst_setup_path_end_kind	output port	
setup_violations	0	
wire_per_inst	10.7	µm
antenna_found_initial	0	
hp-class	in2async	
clk_pin_slew	0.05	ns
cts_buffers	3	
enable_flop_cells	0	
placed_area	812	µm²
yosysTopAreaCellShare	34.9	%
layout_min_cycle_time	1.99	ns
powerDensity	488	mW/mm²
top_cells_by_area	dfrtp_1, nand2_1, clkbuf_1	
path_max_fanout	7	
maxCapViolCount	0	
netlist-cell-type-count	29	
fin_setup_tns	0	ns
skew	0.00165	ns
root_buffer	clkbuf_8	
clock_path_buffers	2	
warnings	26	
ys_chip_area	646	µm²
synthArstFlopShare	100	%
hold_viol	0	
io_pins	14	
final_antenna_net_count	0	
vias	559	
path_class	reg2out	
ys_ff	10	
synth_seq_share	39.0	%
clock_latency	0.23	ns
cts_max_level	1	
finalPower	435	µW
rows	23	
lay_top_count	clkdlybuf4s50_1	
p_leak	0.000442	µW
## report_power, final
group          internal [µW]  switching, µW
registers                193              0
clock network            164           71.6
logic                   1.74           3.78
total                    360           75.4
## critical path, stage by stage, from the launching register on
cell and delay [ns]:
dfrtp_1 0.46, or2_2 0.34, nand2b_1 0.14, clkdlybuf4s50_1 0.40
## path summary, 6_finish.rpt
check,from,cells past startpoint,slack (ns),end
min,rst,2,0.47,ps[3]
min in group clk0,ps[0],2,0.57,ps[3]
max in group asynchronous,rst,2,1.33,ps[0]
min reg2reg,ps[0],2,0.57,ps[3]
max reg2reg,count[0],6,0.42,count[3]
max,ps[4],3,0.11,light_MT[2]
## routing by layer
| layer | track usage [%] | up-vias | routed length [µm] |
|---|---|---|---|
| li1 | - | 283 | - |
| met5 | 0 | - | 0 |
| met3 | 2.79 | 0 | 166 |
| met1 | 5.09 | 258 | 712 |
| met4 | 0.449 | 0 | 0 |
| met2 | 5.59 | 18 | 608 |
## Yosys cell counts (2+ instances only)
master,n
clkbuf_1,7
a21o_1,2
nand2_1,9
ha_1,2
o22ai_1,2
or2_2,2
a21oi_1,5
buf_2,3
inv_1,5
dfrtp_1,9
nor2b_1,2
nor2_1,6
nand2b_1,2
or3_1,2
o21ai_0,3
nor3_1,4
## kinds of logic (layout without fill, tap and decap cells)
logic type	count (synthesis)	in the layout	synth area share [%]
AND/OR/NAND/NOR	33	33	29.1
AND-OR/OR-AND	17	17	18.2
buffers and inverters	16	27	9.88
flip-flops	10	10	39.0
adder cells (fa/ha/maj)	2	2	3.88
## stage by stage
stage	hold WS (ns)	setup WS, ns
floorplan	0.259	0.560
global placement	0.546	0.253
detailed placement	0.563	0.244
CTS	0.477	0.0102
global route	0.516	0.0189
finish	0.467	0.111
## state kept, by name, indices dropped and copies added, names as in the netlist
signal  cells
count       4
ps          6
## final cells by class
class	instances	area [µm²]	area share (%)
Multi-Input combinational cell	52	335	37.6
Inverter	6	22.5	2.52
Timing Repair Buffer	17	165	18.5
Clock buffer	4	55.1	6.17
Sequential cell	10	251	28.2
Tap cell	50	62.6	7.01
## timing repair
action	CTS	global route
resized	0	3
pin swaps	2	1
setup buffers	0	2
endpoints found under the setup margin	2	2
